===== run.sh =====
#!/bin/bash
# OpenROAD 26Q1-2900-gdf79404cd8, Yosys 0.63+post, stock flow scripts
make -C /OpenROAD-flow-scripts/flow DESIGN_CONFIG=/design/flow/config.mk WORK_HOME=/design/flow/orfs finish

===== constraint.sdc =====
current_design PhaseAdder

set clk_period 5.0
set clk_io_pct 0.2

create_clock -name clk0 -period $clk_period [get_ports {clk}]

set non_clock_inputs [all_inputs -no_clocks]
set_input_delay [expr $clk_period * $clk_io_pct] -clock clk0 $non_clock_inputs
set_output_delay [expr $clk_period * $clk_io_pct] -clock clk0 [all_outputs]

===== design.v =====
module PhaseAdder(
    input clk,
    input rst,
    input [9:0] FreqCtrl,   
    output [12:0]phase
    );
    reg [12:0]phase_reg = 0;
    assign phase = phase_reg;
    always@(posedge rst or posedge clk)
    begin
        if(rst)
            phase_reg <= 13'd0;
        else
            phase_reg <= phase_reg + FreqCtrl;  
    end
endmodule

===== config.mk =====
export PLATFORM = sky130hd
export DESIGN_NAME = PhaseAdder
export DESIGN_NICKNAME = PhaseAdder
export VERILOG_FILES = /design/flow/design.v
export SDC_FILE = /design/flow/constraint.sdc
export NUM_CORES = 4
export LEC_CHECK = 1
export CORE_AREA = 10 10 93 93
export DIE_AREA = 0 0 103 103

==> flow_summary_export.csv <==
group,metric,value,unit
placement,dp_slack,1996,ps
logic_synthesis,syn_inst,83,
pwr,p_leak,0.4982,nW
detailed_routing,drt_iter0_drc,30,
sta,setup_ws,2247,ps
critical_path,startpoint_type,"input port",
placement,io_buffers,24,
detailed_routing,antenna_left,0,
final_layout,drive_gt1_frac,0.05455,
job,drv_cap,0,
sta,hold_viol,0,
detailed_routing,wl_per_cell,11.71,um
clocking,cts_tree,"yes",
global_route,grt-ovfl-total,0,
logic_synthesis,ys_types,29,
final_layout,largest_register_ffs,13,
global_route,grt_pass1_wl,3539,um
floorplan,io_pins,25,
clocking,htreeDepth,1,
detailed_routing,vias,727,
logic_synthesis,ff_type,"dfrtp_1",
sta,report.final.slew_viol_count,0,
floorplan,dieArea,10610,sq um
floorplan,core_area,6756,sq um
clocking,cts.sinks,13,
clocking,clkTransAtPathRegs,50,ps
sta,fmax,363.2,MHz
global_route,grt_pass1_vias,746,
clocking,cts_buffers,3,
sta,tightest_slew,515.2,ps
global_route,antenna_found_initial,0,
sta,post-route-min-period,2753,ps
clocking,cts_buffer_depth,2,
logic_synthesis,mux_share,0,
sta,grt_setup_unrepaired,"no",
sta,setup_violations,0,
floorplan,core.rowCount,30,
critical_path,critPathMaxFanout,3,
sta,relSlewSlack,0.6562,
floorplan,fp_util,0.1267,
worst_hold_path,hold_path_class,"reg -> reg",
clocking,cts_resized,0,
detailed_routing,vias_per_cell,3.826,
job,warnings,25,
logic_synthesis,yosys_register_bits,13,
detailed_routing,antenna_cells,0,
logic_synthesis,aoi_share,0.2047,
logic_synthesis,simple_gate_share,0.1170,
detailed_routing,drc,0,
logic_synthesis,async_flop_share,1.000,
logic_synthesis,syn_area,855.8,sq um
logic_synthesis,edf_count,0,
critical_path,path_class,"in -> reg",
final_layout,mostFrequentLayoutCells,"24 x clkdlybuf4s50_1, 13 x dfrtp_1, 10 x ha_1, 7 x a21oi_1, 7 x xnor2_1",
clocking,root_buffer,"clkbuf_8",
clocking,cts_setup_buffers,0,
placement,gp_congestion,0.8317,
global_route,track_usage,0.04281,
logic_synthesis,synthTopLogicFamily,"AND-OR/OR-AND gates",
critical_path,crit_required,5110,ps
logic_synthesis,ys_cells,83,
critical_path,cp.arrival,2860,ps
sta,final.period_utilization,0.5507,
placement,dpl.hpwl,1870,um
sta,skew,1.586,ps
final_layout,mostFrequentLayoutCell,"clkdlybuf4s50_1",
floorplan,die_width,103,um
logic_synthesis,avgSynthCellArea,10.31,sq um
logic_synthesis,ys_seq_share,0.3801,
logic_synthesis,yosys_area,855.8,sq um
clocking,clkLatencyLatePin,240,ps
pwr,ir_drop,147.8,uV
logic_synthesis,synth-xor-area-share,0.1023,
sta,fin_setup_tns,0,ps
floorplan,die_y,103,um
final_layout,synthToLayoutAreaGrowth,43.71,%
detailed_routing,drt_wl_total,2224,um
global_route,grt_max_degree,14,
logic_synthesis,synth_warnings,1,
logic_synthesis,synthAdderAreaFrac,0.1696,
pwr,power.density,631.4,nW/um^2
detailed_routing,first_pass_iters,4,
run_status,status,"complete, no violations",
clocking,hold_buffers,0,
critical_path,cp-end-kind,"flip-flop",
-- worst paths after layout --
check,depth (start not counted),start,to,slack [ps]
setup reg to reg,6,phase_reg[0],phase_reg[12],3050
setup / recovery,7,FreqCtrl[0],phase_reg[12],2250
min in group asynchronous,2,rst,phase_reg[11],1100
hold reg to reg,1,phase_reg[0],phase_reg[0],500
hold / removal,1,phase_reg[0],phase_reg[0],500
max in group asynchronous,2,rst,phase_reg[1],3560
-- synth_stat cells (all sizes together), types with 2 or more instances --
library cell / count / area (sq um)
dfrtp: 13 / 325.3
nand3: 3 / 15.01
xor2: 3 / 26.28
a21oi: 7 / 35.03
a21o: 3 / 22.52
ha: 10 / 125.1
a211oi: 2 / 15.01
o21ai: 6 / 33.78
xnor2: 7 / 61.31
nand2: 5 / 18.77
nor2: 3 / 11.26
o211ai: 3 / 22.52
inv: 3 / 11.26
nor3: 2 / 10.01
-- per-stage QoR --
| step | utilization | power, W | area [sq um] | hold slack [ps] | cells |
|---|---|---|---|---|---|
| 5_1_grt | 0.1820 | 0.0008597 | 1230 | 538.8 | 190 |
| 6_report | 0.1820 | 0.0007766 | 1230 | 499.3 | 190 |
| 3_5_place_dp | 0.1754 | 0.0006893 | 1185 | 495.6 | 186 |
| 4_1_cts | 0.1820 | 0.0007908 | 1230 | 508.4 | 190 |
| 2_1_floorplan | - | 0.0005079 | 855.8 | 443.0 | 83 |
| 3_3_place_gp | 0.1754 | 0.0006897 | 1185 | 487.5 | 186 |
-- power by group --
group | switching, W | leakage, nW | internal (W) | total, W
logic | 0.000208 | 0.326 | 0.000263 | 0.000471
clock network | 0.0000373 | 0.0228 | 0.0000563 | 0.0000935
registers | 0.0000463 | 0.149 | 0.000166 | 0.000212
-- worst max-delay path, cell delays in order --
cell	delay, ps
clkdlybuf4s50_1	400
ha_1	230
fa_1	420
a211oi_1	360
nor3_1	120
o21ai_2	190
o2111ai_1	130
-- cells by family after synthesis --
| family | count (synthesis) |
|---|---|
| AND-OR/OR-AND | 27 |
| AND/OR/NAND/NOR | 18 |
| flip-flops | 13 |
| adder cells (fa/ha/maj) | 11 |
| XOR/XNOR | 10 |
| buffers and inverters | 4 |
-- layer usage --
layer  share of wire  track usage
met2            0.41      0.06582
met3            0.10      0.02167
met1            0.48      0.05498
met4          0.0058     0.003209
met5               0            0
-- final cells by class --
type	instances	area, sq um
flip-flops and latches	13	325.3
well taps	80	100.1
repair buffers	24	240.2
multi-input cells	66	508.0
clock buffers	4	45.04
fillers	747	5527
inverters	3	11.26
No activity file was given, so power comes from the tool's default toggle rates.
